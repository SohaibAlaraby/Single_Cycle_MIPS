$ cat flow/run.sh
#!/bin/bash
# OpenROAD 26Q1-2900-gdf79404cd8, Yosys 0.63+post, stock flow scripts
make -C /OpenROAD-flow-scripts/flow DESIGN_CONFIG=/design/flow/config.mk WORK_HOME=/design/flow/orfs finish
$ cat flow/config.mk
export PLATFORM = sky130hd
export DESIGN_NAME = Mips_processor
export DESIGN_NICKNAME = Mips_processor
export VERILOG_FILES = /design/flow/design.v
export SDC_FILE = /design/flow/constraint.sdc
export NUM_CORES = 4
export LEC_CHECK = 1
export CORE_UTILIZATION = 40
export SYNTH_MEMORY_MAX_BITS = 65536
$ cat flow/constraint.sdc
current_design Mips_processor

set clk_period 223.2
set clk_io_pct 0.2

create_clock -name clk0 -period $clk_period [get_ports {clk}]

set non_clock_inputs [all_inputs -no_clocks]
set_input_delay [expr $clk_period * $clk_io_pct] -clock clk0 $non_clock_inputs
set_output_delay [expr $clk_period * $clk_io_pct] -clock clk0 [all_outputs]
$ cat flow/design.v
module ALU #(
  parameter N_bit=32
) (
  input [N_bit-1 : 0] SrcA,SrcB,
  input [2:0] ALUControl,
  output reg [N_bit-1 : 0] ALUResult,
  output reg Zero
);
reg [2*N_bit-1 : 0] mult;
always @(*) begin
  ALUResult='b0;
  mult='b0;
  Zero='b1;
  case (ALUControl)
    3'b000:begin
      ALUResult= SrcA & SrcB;
      if (ALUResult) begin
        Zero = 0 ;
      end else begin
        Zero=1 ;
      end
    end
    3'b001:begin
      ALUResult= SrcA | SrcB;
      if (ALUResult) begin
        Zero = 0 ;
      end else begin
        Zero=1 ;
      end
    end
    3'b010:begin
      ALUResult= SrcA + SrcB;
      if (ALUResult) begin
        Zero = 0 ;
      end else begin
        Zero=1 ;
      end
    end
    3'b100:begin
      ALUResult= SrcA - SrcB;
      if (ALUResult) begin
        Zero = 0 ;
      end else begin
        Zero=1 ;
      end
    end
    3'b101:begin
      mult= SrcA * SrcB;
      ALUResult=mult[N_bit-1 : 0];
      if (ALUResult) begin
        Zero = 0 ;
      end else begin
        Zero=1 ;
      end
    end
    3'b110:begin
      if (SrcA<SrcB) begin
        ALUResult='d1;
      end else begin
        ALUResult='b0;
      end
      if (ALUResult) begin
        Zero = 0 ;
      end else begin
        Zero=1 ;
      end
    end
    default: begin 
      ALUResult='b0;
      Zero=1; 
    end
  endcase
end
endmodule
module ALU_Decoder (
  input [5:0] funct,
  input [1:0] aluop,
  output reg [2:0] alucontrol
);
always @(*) begin
  alucontrol=3'b0;
  casex ({aluop,funct})
    8'b00xxxxxx:begin
      alucontrol= 010;
    end 
    8'b01xxxxxx:begin
      alucontrol=100;
    end
    8'b10100000:begin
      alucontrol=010;
    end
    8'b10100010:begin
      alucontrol=100;
    end
    8'b10101010:begin
      alucontrol=110;
    end
    8'b10011100:begin
      alucontrol=101;
    end
    default: begin
      alucontrol=010;
    end
  endcase
end
endmodule
module Adder #(
parameter N_bit=32
) (
  input [N_bit-1 : 0] A,B,
  output [N_bit-1 : 0] result
);
assign result=A+B;
endmodule 
module Control_Unit (
  input [5:0] funct,opcode,
  output [2:0] alucontrol,
  output memwrite,regwrite,regdest,alusrc,jump,memtoreg,branch
);
wire [1:0] aluop;
Main_Decoder D1(
  .opcode(opcode),
  .memwrite(memwrite),
  .regwrite(regwrite),
  .regdest(regdest),
  .alusrc(alusrc),
  .jump(jump),
  .memtoreg(memtoreg),
  .branch(branch),
  .aluop(aluop)
);
ALU_Decoder D2(
  .aluop(aluop),
  .alucontrol(alucontrol),
  .funct(funct)
);
endmodule
module DataPath (
  input clk,Reset,
  input [31:0] readdata,instr,
  input [2:0] alucontrol,
  input regwrite,regdest,alusrc,memtoreg,pcsrc,jump,
  output [31:0] pc,aluout,writedata,
  output zero
);
wire [31:0] result_m1tom2,pc_dash,pc_now,pcbranch_result,pcplus4_result,pcjump_after_concate,data_or_alu,alu_result,rd1,rd2;
wire [31:0] signimm_before_shift,signimm_after_shift,srcb;
wire [27:0] pcjump_before_concate;
wire [4:0] writereg;
Mux2to1 #(.N_bit(32)) pcsrc_mux(
  .A(pcplus4_result),
  .B(pcbranch_result),
  .sel(pcsrc),
  .result(result_m1tom2)
);
Mux2to1 #(.N_bit(32)) jump_mux(
  .A(result_m1tom2),
  .B(pcjump_after_concate),
  .sel(jump),
  .result(pc_dash)
);
Program_Counter #(.N_bit(32)) PC(
  .clk(clk),
  .reset_n(Reset),
  .PC_dash(pc_dash),
  .PC(pc_now)
);
Adder #(.N_bit(32)) pcplus4(
  .A(pc_now),
  .B(32'd4),
  .result(pcplus4_result)
);
Register_File rf(
  .A1(instr[25:21]),
  .A2(instr[20:16]),
  .A3(writereg),
  .WE3(regwrite),
  .clk(clk),
  .WD3(data_or_alu),
  .RD1(rd1),
  .RD2(rd2)
);
Mux2to1 #(.N_bit(5)) regdest_mux(
  .A(instr[20:16]),
  .B(instr[15:11]),
  .sel(regdest),
  .result(writereg)
);
Mux2to1 #(.N_bit(32)) alusrc_mux(
  .A(rd2),
  .B(signimm_before_shift),
  .sel(alusrc),
  .result(srcb)
);
Mux2to1 #(.N_bit(32)) memtoreg_mux(
  .A(alu_result),
  .B(readdata),
  .sel(memtoreg),
  .result(data_or_alu)
);
Sign_Extend se(
.IN(instr[15:0]),
.OUT(signimm_before_shift)
);
Shift_left_twice #(.N_bit_IN(32),.N_bit_OUT(32)) shifter1(
  .IN(signimm_before_shift),
  .OUT(signimm_after_shift)
);
Adder #(.N_bit(32)) pcbranch(
  .A(signimm_after_shift),
  .B(pcplus4_result),
  .result(pcbranch_result)
);
Shift_left_twice #(.N_bit_IN(26),.N_bit_OUT(28)) shifter2(
  .IN(instr[25:0]),
  .OUT(pcjump_before_concate)
);
ALU #(.N_bit(32)) alu(
  .SrcA(rd1),
  .SrcB(srcb),
  .ALUControl(alucontrol),
  .ALUResult(alu_result),
  .Zero(zero)
);
assign pcjump_after_concate={pcplus4_result[31:28],pcjump_before_concate};
assign pc = pc_now;
assign aluout=alu_result;
assign writedata=rd2;
endmodule
module Data_Memory (
  input clk,WE,
  input [31:0] A,WD,
  output reg [31:0] RD,
  output [15:0] test_value
);
reg [31:0] RAM [255:0];
integer i;
initial begin
  RD='b0;
  for ( i=0 ;i<256 ;i=i+1 ) begin
    RAM[i] = 32'b0;
  end
end
always @(posedge clk) begin
  if (WE) begin
    RAM[A] <= WD;
  end else begin
    RAM[A]<=RAM[A];
  end
end
always @(*)begin
  if(~WE)begin
    RD <= RAM[A];
  end else begin
    RD <= RD;
  end
end
assign test_value=RD[15:0];
endmodule
module Instruction_Memory (
  input [7:0] A,
  output reg [31:0] RD
);
reg [31:0] ROM [255:0];
integer i;
initial begin
  RD ='b0;
  ROM[0] =32'h00008020 ;
  ROM[1] =32'h20100078 ;
  ROM[2] =32'h00008820 ;
  ROM[3] =32'h201100B4 ;
  ROM[4] =32'h00009020 ;
  ROM[5] =32'h12110006 ;
  ROM[6] =32'h0211482A ;
  ROM[7] =32'h11200002 ;
  ROM[8] =32'h02308822 ;
  ROM[9] =32'h08000005 ;
  ROM[10] =32'h02118022 ;
  ROM[11] =32'h08000005 ;
  ROM[12] =32'h00109020 ;
  ROM[13] =32'hAC120000 ;
  for (i =14 ;i<256 ;i=i+1 ) begin
    ROM[i]=32'b0;
  end
end
always @(*) begin
  RD = ROM[A];  
end
endmodule
module Main_Decoder (
  input [5:0] opcode,
  output reg [1:0] aluop,
  output reg memwrite,regwrite,regdest,alusrc,jump,memtoreg,branch
);
always @(*) begin
  jump=1'b0;
  aluop=2'b00;
  memwrite=1'b0;
  regwrite=1'b0;
  regdest=1'b0;
  alusrc=1'b0;
  memtoreg=1'b0;
  branch=1'b0;
  case (opcode)
    6'b100011:begin
      jump=1'b0;
      aluop=2'b00;
      memwrite=1'b0;
      regwrite=1'b1;
      regdest=1'b0;
      alusrc=1'b1;
      memtoreg=1'b1;
      branch=1'b0;
    end 
    6'b101011:begin
      jump=1'b0;
      aluop=2'b00;
      memwrite=1'b1;
      regwrite=1'b0;
      regdest=1'b0;
      alusrc=1'b1;
      memtoreg=1'b1;
      branch=1'b0;
    end 
    6'b0:begin
      jump=1'b0;
      aluop=2'b10;
      memwrite=1'b0;
      regwrite=1'b1;
      regdest=1'b1;
      alusrc=1'b0;
      memtoreg=1'b0;
      branch=1'b0;
    end 
    6'b001000:begin
    jump=1'b0;
      aluop=2'b00;
      memwrite=1'b0;
      regwrite=1'b1;
      regdest=1'b0;
      alusrc=1'b1;
      memtoreg=1'b0;
      branch=1'b0;
    end 
    6'b000100:begin
      jump=1'b0;
      aluop=2'b01;
      memwrite=1'b0;
      regwrite=1'b0;
      regdest=1'b0;
      alusrc=1'b0;
      memtoreg=1'b0;
      branch=1'b1;
    end 
    6'b000010:begin
      jump=1'b1;
      aluop=2'b00;
      memwrite=1'b0;
      regwrite=1'b0;
      regdest=1'b0;
      alusrc=1'b0;
      memtoreg=1'b0;
      branch=1'b0;
    end 
    default: begin
      jump=1'b0;
      aluop=2'b00;
      memwrite=1'b0;
      regwrite=1'b0;
      regdest=1'b0;
      alusrc=1'b0;
      memtoreg=1'b0;
      branch=1'b0;
    end 
  endcase
end
endmodule
module Mips_processor (
  input clk,Reset,
  output [15:0] test_value
);
wire [31:0] PC,instr,readdata,writedata,aluout;
wire memwrite,regwrite,regdest,alusrc,memtoreg,pcsrc,branch,jump,zero;
wire [2:0] alucontrol;
  Instruction_Memory i1(
    .A(PC[9:2]),
    .RD(instr)
  );
  Data_Memory d3(
    .A(aluout),
    .WE(memwrite),
    .clk(clk),
    .WD(writedata),
    .RD(readdata),
    .test_value(test_value)
  );
  Control_Unit c1(
  .opcode(instr[31:26]),
  .funct(instr[5:0]),
  .alucontrol(alucontrol),
  .memwrite(memwrite),
  .regwrite(regwrite),
  .regdest(regdest),
  .alusrc(alusrc),
  .jump(jump),
  .memtoreg(memtoreg),
  .branch(branch)
  );
  DataPath d1(
  .clk(clk),
  .Reset(Reset),
  .readdata(readdata),
  .instr(instr),
  .alucontrol(alucontrol),
  .regwrite(regwrite),
  .regdest(regdest),
  .alusrc(alusrc),
  .memtoreg(memtoreg),
  .pcsrc(pcsrc),
  .jump(jump),
  .pc(PC),
  .aluout(aluout),
  .writedata(writedata),
  .zero(zero)
  );
  assign pcsrc = zero & branch;
endmodule
module Mux2to1 #(
parameter N_bit=4
) (
  input [N_bit-1 : 0] A,B,
  input sel,
  output [N_bit-1 : 0] result
);
assign result = sel? B:A ;
endmodule 
module Program_Counter #(
parameter N_bit=32
) (
  input clk,reset_n,
  input [N_bit-1 : 0] PC_dash,
  output [N_bit-1 : 0] PC
);
reg [N_bit-1 : 0] Q_next,Q_reg;
always @(posedge clk,negedge reset_n) begin
if (!reset_n) begin
  Q_reg <= 'b0;
end else begin
  Q_reg <= Q_next;
end
end
always @(*) begin
  Q_next = PC_dash;
end
assign PC = Q_reg;
endmodule
module Register_File (
  input [4:0] A1,A2,A3,
  input WE3,clk,
  input [31:0] WD3,
  output [31:0] RD1,RD2
);
reg [31:0] registers [31:0];
integer i;
initial begin
  for ( i=0 ;i<32 ;i=i+1 ) begin
    registers[i] = 32'b0;
  end
end
always @(posedge clk) begin  
  if (WE3) begin
    registers[A3] <= WD3;
  end else begin
    registers[A3]<=registers[A3];
  end
end
assign RD1=registers[A1];
assign RD2=registers[A2];
endmodule
module Shift_left_twice #(
  parameter N_bit_IN=4, N_bit_OUT=6  
) (
  input [N_bit_IN-1:0] IN,
  output [N_bit_OUT-1:0] OUT
);
assign OUT= IN << 2;
endmodule
module Sign_Extend (
  input [15 : 0] IN,
  output [31 : 0] OUT
);
assign OUT = IN[15]? {~16'b0,IN} : {16'b0,IN};
endmodule 
==> metrics.yaml <==
power_and_ir_drop:
  p_leak_nw: 105.2
  power.density_nw_per_um2: 8.185
  vdd_drop_max_mv: 0.009808
placed_design:
  place_area_um2: 354600
  routabilityCongestion: 1.106
  pre_cts_slack_ps: 177980
  dp_hpwl_um: 1182000
  io_buffers: 17
critical_path:
  cp_cell_sequence: "clkdlybuf4s50_1"
  crit_required_ps: 224680
  r2r_slack_ps: 208380
  end_kind: "asynchronous set/reset pin"
  cpLargestDelayFamily: "buffers and inverters"
  path_buffers: 1
  cpPeakStageDelay_ps: 690
  cp_max_fo: 8
  startpoint_type: "input pin"
  crit_type: "in -> async"
  critical_path_cell_count: 1
  arrival_ps: 45330
  crit_path_top_delay_cell: "clkdlybuf4s50_1"
  rr_worst_depth: 30
floorplanning:
  die_w_um: 906.4
  die-height_um: 906.4
  dieArea_um2: 821600
  floorplan.core_util_pct: 40.21
  design.core.area_um2: 813800
  io_pins: 18
  num_rows: 331
worst_hold_path:
  min_path_cells: 2
  hold_path.class: "reg -> reg"
clocking:
  clk_pin_slew_ps: 60
  clkLatencyLatePin_ps: 1380
  cts_buffers: 852
  cts_setup_buffers: 0
  cts_max_path_buffers: 4
  htreeDepth: 6
  cts_tree: "yes"
  root_buffer: "clkbuf_16"
  cts_resized: 0
  ctsHoldBuffers: 0
routing:
  vias: 225500
  drc_errors: 0
  dr.pass1.iters: 10
  final_antenna_net_count: 0
  drtIter0Drc: 24480
  via_per_inst: 6.713
  totalWireLength_um: 1780000
  wl_per_cell_um: 53.00
synth:
  yosys-stat-area_um2: 327200
  logic_family: "AND-OR/OR-AND gates"
  simple_gate_share_pct: 4.631
  mux_share_pct: 3.896
  ys_types: 108
  synthArstFlopShare_pct: 0.09425
  synth_adder_area_share_pct: 0.3549
  ys_ff: 8488
  aoi_share_pct: 11.39
  netlist_area_um2: 327200
  postSynthCellCount: 19860
  ys_cells: 19860
  yosys.area_share.xor_xnor_pct: 0.1231
  edf_count: 8448
  yosys_warnings: 7
  synthFlopType: "edfxtp_1"
  synth.avg_cell_area_um2: 16.48
final_layout:
  flop_area_um2: 254400
  post_route_cells_drive_above_1_share_pct: 19.42
  nFillCells: 67430
  largest-register: "d3.RAM"
  largestRegisters: "d3.RAM x8192, d1.rf.registers x256, d3.RD x32"
  largest_reg_flops: 8192
  fin_area_um2: 383600
  finish.utilization_pct: 47.14
  synthToLayoutAreaGrowth_pct: 17.23
  layout.area.comb_um2: 71230
  lay_top_cells: "edfxtp_1, buf_4, nand2_1"
  layout_top_cell: "edfxtp_1"
global_routing:
  overflow: 0
  grt_use_total_pct: 46.81
  grt_pass1_vias: 219400
  grt_pass1_wl_um: 2254000
  antenna_found_initial: 350
  grt_max_degree: 115
final_timing:
  fin_skew_ps: 123.2
  period_needed_ps: 43850
  fin_setup_tns_ps: 0
  drv_slew: 0
  setup_viol: 0
  tightestPinTransition_ps: 1465
  untimed_endpoints: 48
  slew_headroom_pct: 1.933
  clock.fmax_mhz: 22.80
  setup_ws_ps: 179350
  holdWs_ps: 595.7
  hold_viol: 0
  rsz0062_at_grt: "no"
  unclocked_regs: 32
  fin_crit_sh_pct: 19.65
flow_run:
  max_cap_viol_count: 0
  warnings: 97
run_status:
  outcome: "finished, final reports clean"
## final cells by class
type / count / area share (%)
diodes: 702 / 0.4580
clock buffers: 1060 / 5.784
clock inverters: 511 / 1.307
inverters: 106 / 0.1044
multi-input cells: 9957 / 18.57
flip-flops and latches: 8488 / 66.31
well taps: 10820 / 3.530
repair buffers: 1947 / 3.936
## layer usage
layer	track usage, %	vias to the layer above	wire length (µm)	part of all wire (%)
met3	45.98	5468	394400	22
met5	26.28	-	22060	1.2
met2	57.23	23610	711500	40
li1	-	84990	-	-
met1	44.69	111000	485300	27
met4	34.01	414	167100	9.4
## synth_stat cells (119+ instances only)
master / number / area share [%]
a211oi_1: 134 / 0.31
a21oi_1: 1000 / 1.5
a221oi_1: 274 / 0.73
a222oi_1: 637 / 1.9
a22o_1: 203 / 0.54
a22oi_1: 802 / 1.8
a31oi_1: 199 / 0.38
buf_1: 312 / 0.36
buf_2: 266 / 0.41
clkbuf_1: 802 / 0.92
edfxtp_1: 8448 / 78
mux2_2: 494 / 1.7
mux2i_1: 612 / 1.9
nand2_1: 1407 / 1.6
nand3_1: 340 / 0.52
nand4_1: 213 / 0.41
nor2_1: 907 / 1.0
nor3_1: 123 / 0.19
nor4_1: 119 / 0.23
o21ai_0: 603 / 0.92
o22ai_1: 387 / 0.74
## worst paths after layout
check | from | to
setup / recovery | Reset | d1.PC.Q_reg[2]
hold / removal | d1.PC.Q_reg[9] | d1.PC.Q_reg[9]
setup reg to reg | d1.PC.Q_reg[8] | d3.RAM[52][21]
hold reg to reg | d1.PC.Q_reg[9] | d1.PC.Q_reg[9]
max in group clk0 | d1.PC.Q_reg[8] | d3.RAM[52][21]
min in group asynchronous | Reset | d1.PC.Q_reg[4]
## cells by family after synthesis
logic type / Yosys count
DFF: 8456
AOI/OAI and AO/OA: 5171
and+or+nand+nor: 3400
buffers and inverters: 1510
muxes: 1153
adders and majority gates: 91
xor gates and xnor gates: 46
latches: 32
other: 1
## where the power goes
part           total (mW)  internal [mW]  leakage, nW  switching (mW)
logic            0.000443      0.0000874         42.1        0.000313
clock network        1.42          0.779         13.2           0.639
registers            1.72           1.72         49.9        0.000199
## metrics by stage
step | instances | total power, mW
floorplan | 19960 | 1.755
global placement | 31320 | 1.755
detailed placement | 31320 | 1.755
CTS | 32890 | 3.138
global route | 33340 | 3.194
finish | 33590 | 3.139
No activity file was given, so power comes from the tool's default toggle rates.
